<file path="/design/flow/design.v">
module Register_File(ReadSelect1, ReadSelect2, WriteSelect, WriteData, WriteEnable, ReadData1, ReadData2, clk, rst);
    parameter BITSIZE = 64;
    parameter REGSIZE = 32;
    input [$clog2(REGSIZE)-1:0] ReadSelect1, ReadSelect2, WriteSelect; 
    input [BITSIZE-1:0] WriteData; 
    input WriteEnable;
    output reg [BITSIZE-1:0] ReadData1, ReadData2;
    input clk, rst;
    reg [BITSIZE-1:0] reg_file [REGSIZE-1:0];    
    integer i;                                   
    always @(ReadSelect1, reg_file[ReadSelect1])
    begin
        ReadData1 = reg_file[ReadSelect1];
    end
    always @(ReadSelect2, reg_file[ReadSelect2])
    begin
        ReadData2 = reg_file[ReadSelect2];
    end
    always @(posedge clk)
    begin
        if (rst)
            for (i=0; i<REGSIZE; i=i+1) reg_file[i] <= 'b0;  
        else
        begin
            if (WriteEnable && WriteSelect != 31)
                reg_file[WriteSelect] <= WriteData;  
        end
    end
endmodule
</file>
<file path="/design/flow/run.sh">
#!/bin/bash
# OpenROAD 26Q1-2900-gdf79404cd8, Yosys 0.63+post, stock flow scripts
make -C /OpenROAD-flow-scripts/flow DESIGN_CONFIG=/design/flow/config.mk WORK_HOME=/design/flow/orfs finish
</file>
<file path="/design/flow/config.mk">
export PLATFORM = sky130hd
export DESIGN_NAME = Register_File
export DESIGN_NICKNAME = Register_File
export VERILOG_FILES = /design/flow/design.v
export SDC_FILE = /design/flow/constraint.sdc
export NUM_CORES = 4
export LEC_CHECK = 1
export CORE_UTILIZATION = 30
</file>
<file path="/design/flow/constraint.sdc">
current_design Register_File

set clk_period 21.9
set clk_io_pct 0.2

create_clock -name clk0 -period $clk_period [get_ports {clk}]

set non_clock_inputs [all_inputs -no_clocks]
set_input_delay [expr $clk_period * $clk_io_pct] -clock clk0 $non_clock_inputs
set_output_delay [expr $clk_period * $clk_io_pct] -clock clk0 [all_outputs]
</file>
==> flow_summary.json <==
{
  "fin_crit_ps": 14700,
  "largest_register_ffs": 2048,
  "synth_top_area_share_pct": 57.85,
  "cts_tree": "yes",
  "drt_iter0_drc": 5238,
  "top_cells_by_count": "edfxtp_1 (2048), and2_1 (1993), mux4_2 (896)",
  "grt_pass1_wl_mm": 612.0,
  "clkPwrFrac_pct": 38.1,
  "cts_buffers": 214,
  "drc": 0,
  "holdWs_ps": 3898,
  "ctsLongestPathBuffers": 4,
  "avgRoutedWirePerCell_um": 37.79,
  "power.density_nw_per_um2": 77.66,
  "maxSlewHeadroom_pct": 12.72,
  "overflow": 0,
  "yosys.area.top_type": "edfxtp_1",
  "drv_cap": 0,
  "routed_wl_mm": 452.6,
  "netlist_area_um2": 106300,
  "globalplace.congestion": 0.9962,
  "viasPerCell": 5.779,
  "reg.largest.list": "reg_file x2048",
  "yosysSeqAreaShare_pct": 57.85,
  "ff_type": "edfxtp_1",
  "area_growth_pct": 13.94,
  "switching_share_pct": 25.56,
  "pwr-share-seq_pct": 49.3,
  "power.switching_uw": 2404,
  "edf_count": 2048,
  "power.internal_uw": 7002,
  "crit_path_end_kind": "output pin",
  "setup_viol": 0,
  "ys_cells": 6906,
  "ir_worst_vdd_uv": 62.71,
  "cts_resized": 0,
  "die_w_um": 597.3,
  "top_register": "reg_file",
  "final-hold-violation-count": 0,
  "p_leak_uw": 0.04045,
  "start_kind": "input pin",
  "die_h_um": 597.3,
  "drt_pass1_iterations": 6,
  "crit_start": "ReadSelect1[1]",
  "final_util_pct": 34.34,
  "path_class": "input pin to output pin",
  "row_count": 218,
  "critPathMaxFanout": 79,
  "die-area_um2": 356700,
  "dp_hpwl_mm": 266.1,
  "initial_utilization_pct": 30.14,
  "syn_inst": 6906,
  "grt_max_degree": 80,
  "holdCritPathClass": "input pin to flop",
  "async_flop_share_pct": 0,
  "status": "finished clean",
  "tool_warnings": 28,
  "topCellsByArea": "edfxtp_1 (58%), mux4_2 (19%), and2_1 (12%)",
  "post-route-period-util_pct": 67.10,
  "ys_ff": 2048,
  "vias": 69210,
  "ctsHtreeMaxLevel": 4,
  "clock-sinks": 2048,
  "hp-start": "rst",
  "finalPower_uw": 9406,
  "cp.arrival_ps": 10320,
  "cts_hold_buf": 0,
  "power_frac_comb_pct": 12.6,
  "syn_avg_cell_area_um2": 15.39,
  "yosysMostFrequentCell": "edfxtp_1",
  "drive_gt1_share_pct": 23.16,
  "fmax_mhz": 68.05,
  "ios": 210,
  "yosys.cell_types.count": 38,
  "yosys_area_um2": 106300,
  "rsz0062_at_grt": "no",
  "port_buffers": 209,
  "final.setup.tns_ps": 0,
  "cts_root_buffer": "clkbuf_16",
  "grt_pass1_vias": 74520,
  "ant_nets": 0,
  "path_clk_slew_ps": 70,
  "postCtsSetupRepairBufs": 0,
  "required_ps": 17520,
  "antenna_found_initial": 69,
  "core_area_um2": 352700,
  "tightest_slew_ps": 1309,
  "track_usage_pct": 26.99,
  "slew_violations": 0,
  "yosysWarnings": 1
}
## area by class of cell
type / instances / area (um2)
fill: 32770 / 231600
tap: 4730 / 5918
timing repair buffer: 568 / 4970
multi-input combinational: 4164 / 41920
antenna: 83 / 207.7
clock buffer: 261 / 5553
clock inverter: 120 / 1037
inverter: 2 / 7.507
sequential: 2048 / 61500
## placed cells by master (no fill, tap or decap), drive strengths merged, types with 97 or more instances in the layout
cell	n
clkdlybuf4s50	200
and2	1993
clkbuf	262
clkinv	97
edfxtp	2048
buf	367
o22ai	360
a22oi	189
mux4	896
mux2i	256
## path summary, 6_finish.rpt
kind,end,slack [ps],depth (start not counted)
setup / recovery,ReadData1[22],7200,11
hold / removal,reg_file[31][59],3900,1
## per-stage QoR
step           setup slack (ps)  std cells  area (um2)
6_report                   7204      11980      121100
5_1_grt                    7177      11920      121000
4_1_cts                    7510      11890      120900
3_5_place_dp               7552      11510      114300
3_3_place_gp               7506      11510      114300
2_1_floorplan             11780       6969      106500
## critical path, stage by stage
cell and delay [ps]:
buf_8 370, buf_4 540, buf_4 660, buf_4 710, buf_12 490, buf_4 710
mux4_2 360, o22ai_1 80, nor4_1 1000, buf_4 250, clkdlybuf4s50_1 450
## metal layers
layer,wire length (um),global-route usage (%)
met2,192100,36.30
met4,30830,15.32
met3,100700,27.60
met1,127400,24.50
met5,1507,5.139
## power by group through the flow
stage | logic, uW | registers (uW) | clock network [uW]
after CTS | 1170 | 4640 | 3600
final | 1190 | 4640 | 3580
after global routing | 1230 | 4660 | 3730
## kinds of logic after synthesis
group                  Yosys count  synth area share [%]
DFF                           2048                 57.85
buffers and inverters          757                 3.465
AOI/OAI and AO/OA              609                 3.784
muxes                         1152                 21.39
other                            1              0.003528
and+or+nand+nor               2339                 13.50
Power is estimated from default activity; no workload was simulated.
