`flow/design.v`:
```
module DataMemory(addr, writedata, writenable, readenable, readdata, clk, rst);
    parameter BITSIZE = 64;
    parameter REGSIZE = 32;
    input [63:0] addr;
    input [BITSIZE-1:0] writedata;
    input writenable, readenable;
    input clk, rst;
    output reg [BITSIZE-1:0] readdata;
    reg [BITSIZE-1:0] memory_file [REGSIZE-1:0];    
    reg [BITSIZE-1:0] reg_file [REGSIZE-1:0];    
    integer i;                                   
    always @(posedge clk)
    begin
        if (rst)
            begin
            for (i=0; i<REGSIZE; i=i+1) reg_file[i] <= 'b0;  
            end
        else
            begin
            if (writenable)
                memory_file[addr[4:0]] <= writedata;  
            else
                begin
                if(readenable)
                    readdata = memory_file[addr[4:0]];
                end
            end
    end
endmodule
```
`flow/run.sh`:
```
#!/bin/bash
# OpenROAD 26Q1-2900-gdf79404cd8, Yosys 0.63+post, stock flow scripts
make -C /OpenROAD-flow-scripts/flow DESIGN_CONFIG=/design/flow/config.mk WORK_HOME=/design/flow/orfs finish
```
`flow/config.mk`:
```
export PLATFORM = sky130hd
export DESIGN_NAME = DataMemory
export DESIGN_NICKNAME = DataMemory
export VERILOG_FILES = /design/flow/design.v
export SDC_FILE = /design/flow/constraint.sdc
export NUM_CORES = 4
export LEC_CHECK = 1
export CORE_UTILIZATION = 50
```
`flow/constraint.sdc`:
```
current_design DataMemory

set clk_period 13.3
set clk_io_pct 0.2

create_clock -name clk0 -period $clk_period [get_ports {clk}]

set non_clock_inputs [all_inputs -no_clocks]
set_input_delay [expr $clk_period * $clk_io_pct] -clock clk0 $non_clock_inputs
set_output_delay [expr $clk_period * $clk_io_pct] -clock clk0 [all_outputs]
```
==> README.md <==
| Stage | Metric | Value |
|:---|:---|:---|
| status | Status | complete, no violations |
| worst setup path | Chain of cells forming the critical path | buf_16 -> buf_4 -> buf_4 -> buf_4 -> buf_12 -> mux2i_1 -> o22ai_1 -> nor4_1 -> nand2_1 |
| finish | Number of standard cells in the final layout excluding fillers | 6662 |
| worst setup path | Slowest stage delay, CP | 710 ps |
| synth | Chip area line of the yosys report | 79500 sq um |
| worst setup path | Nature of the critical path startpoint | input pin |
| clock tree | Hold buffers post-CTS | 0 |
| floorplanning | Die Outline Area | 161000 sq um |
| grt | Initial antenna violation count | 9 |
| grt | GRT busiest layer | met2 |
| worst setup path | Most repeated library cell on the critical path | buf_4 |
| placement | Post-placement worst setup slack | 5760 ps |
| finish | Final cell area excluding filler cells | 90500 sq um |
| grt | Global-route wire length before repair | 285000 um |
| clock tree | Deepest clock path buffer count | 3 |
| finish | Most instantiated logic cell after routing | edfxtp_1 |
| timing | Final worst path period share | 0.501 |
| detailed routing | Number of vias per cell | 5.98 |
| timing | Final hold violation count | 0 |
| grt | Maximum number of pins on one net before global-route repair | 92 |
| floorplanning | Floorplan core density | 0.506 |
| synth | # Cells Yosys | 4140 |
| grt | Grt met3 use | 0.201 |
| clock tree | Post-CTS sizing | 0 |
| timing | Worst slew margin relative to its limit | 0.313 |
| placement | Cell area after placement | 84200 sq um |
| detailed routing | WL final | 199000 um |
| flow run | # Max-Cap Violations | 0 |
| clock tree | CTS Buf Count | 210 |
| floorplanning | Cell Rows | 145 |
| worst setup path | WP data required | 13820 ps |
| synth | Yosys warning tally | 2 |
| clock tree | Number of H-tree branching levels | 4 |
| finish | Area Overhead vs Synth | 13.8% |
| timing | Layout Skew | 32.8 ps |
| floorplanning | Core area | 157000 sq um |
| synth | Number of synthesized register bits | 2112 |
| grt | Global routing met2 resource utilization | 0.408 |
| power | Maximum resistive drop on vdd | 134 uV |
| clock tree | Clk pin slew, worst setup/hold paths | 60 ps |
| detailed routing | Post-route DRC violation count | 0 |
| floorplanning | Height of the die | 401 um |
| worst setup path | Type of destination of the critical path | flip-flop |
| timing | Total Neg Setup Slack | 0 ps |
| finish | Commonest cells after routing, fill and taps aside | 2112 x edfxtp_1, 1024 x mux2i_1, 512 x o22ai_1, 215 x clkbuf_16, 168 x buf_4 |
| finish | Fraction of final layout cells sized beyond drive strength 1 | 0.107 |
| clock tree | Clock network latency to the later pin of the worst-skew pair | 810 ps |
| placement | Global placer's final weighted congestion | 0.808 |
| synth | Mean Syn Cell Area | 19.2 sq um |
| worst hold path | Min-Delay Path Class | reg2reg |
| placement | DPL Wire Length | 98700 um |
| synth | Count of unique library cells instantiated by Yosys | 22 |
| grt | Global-route congestion overflow total | 0 |
| timing | Setup repair after global routing missed its margin | false |
| synth | Gate Count Post-Synth | 4140 |
| synth | Sequential share of the synthesized area | 0.797 |
| timing | Final Hold Slack | 717 ps |
| timing | Minimum clock period after layout | 6670 ps |
| grt | Met1 usage in global routing | 0.364 |
| clock tree | Root buffer cell | clkbuf_16 |
| timing | Worst slew pin tran | 1030 ps |
| grt | Number of global-route vias before repair | 41.6k |
| grt | Total GRT Usage | 0.280 |
| floorplanning | Die X-Extent | 401 um |
| worst setup path | Maximum fanout along the worst path | 91 |
| worst setup path | Critical-path top delay cell | nor4_1 |
| power | Leakage power | 0.0310 uW |
| floorplanning | I/O pin count | 196 |
| timing | Fmax | 150 MHz |
| placement | PortBufs | 136 |
| synth | Summed instance area of the synthesized netlist | 79500 sq um |
| detailed routing | 1st-iter DRT viols | 2294 |
| timing | Setup ws final | 6630 ps |
| flow run | Tally of OpenROAD warnings | 85 |
| finish | Number of fillers in the final layout | 11.4k |
| placement | # placed instances | 6280 |
| detailed routing | Router iterations before antenna repair | 5 |
| detailed routing | Number of vias in the routed layout | 39.9k |
| worst setup path | Worst Path Arrival | 7190 ps |
| detailed routing | ANT nets after route | 0 |
| power | Cell area power density | 148 nW/um^2 |
| clock tree | Post-CTS Setup Repair Bufs | 0 |
| clock tree | TritonCTS clock tree | built |
| finish | Register area | 63400 sq um |
| detailed routing | Detailed-route wire length per cell | 29.9 um |
| clock tree | Clock Sink Count | 2112 |
| finish | Area of the multi-input gates | 15200 sq um |
| timing | Max-slew violation total from the final report | 0 |
| worst setup path | WS Path Type | in2reg |
| timing | Final number of setup-violating endpoints | 0 |
-- routing by layer --
layer	routed length, um	share of wire	up-vias
met5	78	0.00039	-
met3	33200	0.17	334
met4	4930	0.025	14
met1	65200	0.33	19481
li1	-	-	17601
met2	95600	0.48	2437
-- final timing paths --
check / depth (start not counted) / endpoint / from / slack (ps)
setup / recovery: 9 / readdata[11] / addr[1] / 6630
hold / removal: 4 / readdata[15] / memory_file[24][15] / 720
setup reg to reg: 4 / readdata[41] / memory_file[27][41] / 11290
hold reg to reg: 4 / readdata[15] / memory_file[24][15] / 720
-- Yosys cell counts (all sizes together) --
cell     count  area share
edfxtp    2112        0.80
mux2i     1024        0.13
o22ai      512       0.040
buf        199       0.014
nor4       128       0.010
nand2       67      0.0032
clkbuf      37      0.0017
nor2        30      0.0014
nand4bb      6     0.00085
nand4b       5     0.00055
nor3         4     0.00025
or4b         4     0.00050
or3b         3     0.00033
nand3b       2     0.00019
or3          2     0.00016
nand2b       1    0.000079
nand3        1    0.000063
nand4        1     0.00016
nor3b        1    0.000094
or4          1    0.000094
-- sequential cells by signal, summed over array words and instances (netlist names) --
signal / cells
memory_file: 2048
readdata: 64
-- critical path: cells and delay by family --
kind                   cells  cell delay [ps]
AOI/OAI and AO/OA          1              130
and+or+nand+nor            2              860
muxes                      1              260
buffers and inverters      5             3020
-- where the power goes --
part           switching [uW]  internal (uW)
registers                10.6           7380
logic                     349            188
clock network            2390           3110
-- stage by stage --
stage / power, uW / util
after floorplan: 7820 / -
after global routing: 13800 / 0.576
final: 13400 / 0.576
after global placement: 8070 / 0.536
after CTS: 13500 / 0.576
after detailed placement: 8070 / 0.536
-- logic make-up after synthesis --
kind of cell	share of synthesized area
flops	0.797
mux	0.129
compound gates	0.0403
simple gates	0.0180
buf+inv	0.0154
-- final cells by class --
cell class,count,area share
antenna,1,0.0000276
clock buffer,259,0.0612
multi-input combinational,1792,0.168
clock inverter,122,0.00918
timing repair buffer,318,0.0323
tap,2058,0.0284
sequential,2112,0.700
Power figures rest on the tool's default switching activity, not on a simulated workload.
