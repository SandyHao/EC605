[config.mk]
export PLATFORM = sky130hd
export DESIGN_NAME = ALU
export DESIGN_NICKNAME = ALU
export VERILOG_FILES = /design/flow/design.v
export SDC_FILE = /design/flow/constraint.sdc
export NUM_CORES = 4
export LEC_CHECK = 1
export CORE_UTILIZATION = 50
[constraint.sdc]
current_design ALU

set clk_period 1.2
set clk_io_pct 0.2

create_clock -name clk0 -period $clk_period [get_ports {clk}]

set non_clock_inputs [all_inputs -no_clocks]
set_input_delay [expr $clk_period * $clk_io_pct] -clock clk0 $non_clock_inputs
set_output_delay [expr $clk_period * $clk_io_pct] -clock clk0 [all_outputs]
[design.v]
module ALU(data1, data2, flagz, select, aluout, clk, rst);
    parameter BITSIZE = 64;
    parameter REGSIZE = 32;
    input select;
    input [BITSIZE-1:0] data1, data2;
    output reg flagz;
    output reg [BITSIZE-1:0] aluout;
    input clk, rst;
    reg [BITSIZE-1:0] reg_file [REGSIZE-1:0];    
    integer i;                                   
    always @(posedge clk)
    begin
        if (rst)
            for (i=0; i<REGSIZE; i=i+1) reg_file[i] <= 'b0;  
        else
        begin
            case(select)
                3'b000:    aluout = data1 & data2;
                3'b001:    aluout = data1 | data2;
                3'b010:    aluout = ~ data1;
                3'b011:    aluout = data1;
                3'b100:    aluout = data2;
                3'b101:    aluout = data1 + data2;
                3'b110:    aluout = data1 - data2;
                3'b111:    aluout = data1 ^ data2;
            endcase
        end
    end
    always @(aluout)
    begin
        if (aluout==0)
            flagz<=1;
        else
            flagz<=1;
    end
endmodule
[run.sh]
#!/bin/bash
# OpenROAD 26Q1-2900-gdf79404cd8, Yosys 0.63+post, stock flow scripts
make -C /OpenROAD-flow-scripts/flow DESIGN_CONFIG=/design/flow/config.mk WORK_HOME=/design/flow/orfs finish
==> impl_metrics.xml <==
<?xml version="1.0" encoding="UTF-8"?>
<metrics>
  <group name="yosys">
    <metric name="yosys-top-cells-area" unit="">sky130_fd_sc_hd__edfxtp_1, sky130_fd_sc_hd__maj3_2, sky130_fd_sc_hd__buf_6, sky130_fd_sc_hd__maj3_1, sky130_fd_sc_hd__buf_4</metric>
    <metric name="synth-area-yosys" unit="um^2">2730</metric>
    <metric name="syn_area_per_cell" unit="um^2">19.8</metric>
    <metric name="yosys.area.top_type" unit="">sky130_fd_sc_hd__edfxtp_1</metric>
    <metric name="synth-seq-area-share" unit="">0.704</metric>
    <metric name="synth_stat.cells" unit="">138</metric>
    <metric name="post_synth_inst_count" unit="">138</metric>
    <metric name="netlist_area" unit="um^2">2730</metric>
    <metric name="ys_ff" unit="">64</metric>
    <metric name="yosysWarningCount" unit="">2</metric>
    <metric name="yosysTopAreaCellShare" unit="">0.704</metric>
    <metric name="yosysUniqueCellTypes" unit="">7</metric>
  </group>
  <group name="die">
    <metric name="num_rows" unit="">26</metric>
    <metric name="die.size.y" unit="um">75.9</metric>
    <metric name="boundaryPins" unit="">196</metric>
    <metric name="fp.dieW" unit="um">75.9</metric>
    <metric name="fp_util" unit="">0.528</metric>
  </group>
  <group name="outcome">
    <metric name="haltStage" unit="">3_5_place_dp</metric>
    <metric name="status" unit="">aborted with a tool error</metric>
    <metric name="error_message" unit="">[ERROR DPL-0036] Detailed placement failed.</metric>
  </group>
  <group name="placement">
    <metric name="placement.io_buffers" unit="">194</metric>
    <metric name="gp_congestion" unit="">0.781</metric>
  </group>
</metrics>
logic make-up after synthesis:
| family | synth area share |
|---|---|
| other cells | 0.00137 |
| fa+ha+maj | 0.262 |
| buf+inv | 0.0330 |
| flops | 0.704 |
stage by stage:
stage,setup WS (ns),std cells
floorplan,-0.313,138
global placement,-0.157,398
cells in the mapped netlist, drive strengths merged:
cell	n
edfxtp	64
inv	1
maj3	64
conb	1
buf	8
